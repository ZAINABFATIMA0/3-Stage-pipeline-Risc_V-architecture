`design.v`:
```
module alu (
    input  logic [ 3:0] aluop,
    input  logic [31:0] opr_a,
    input  logic [31:0] opr_b,
    output logic [31:0] opr_res
);
    logic sra;
    always_comb
    begin 
        case(aluop)
            4'b0000: opr_res = opr_a  +  opr_b;                                      
            4'b0001: opr_res = opr_a  -  opr_b;                                      
            4'b0010: opr_res = opr_a  << opr_b[4:0];                                 
            4'b0011: opr_res = ($signed(opr_a) < $signed(opr_b)) ? 32'b1 : 32'b0;    
            4'b0100: opr_res = (opr_a  <  opr_b) ? 32'b1 : 32'b0;                    
            4'b0101: opr_res = opr_a  ^  opr_b;                                      
            4'b0110: opr_res = opr_a  >> opr_b[4:0];                                 
            4'b0111: 
                    begin
                    sra = opr_a[31]==1? 1'b1:1'b0;
                    if(sra)
                    begin
                        opr_res = $signed(opr_a) >>> opr_b[4:0];
                    end
                    else
                    begin
                        opr_res = opr_a  >> opr_b[4:0];                                   
                    end
                    end
            4'b1000: opr_res = opr_a  |  opr_b;                                      
            4'b1001: opr_res = opr_a  &  opr_b;                                       
            4'b1010: opr_res = opr_b;                                    
            default: opr_res = 32'b0;                                            
        endcase
    end
endmodule
```
`config.mk`:
```
export PLATFORM = sky130hd
export DESIGN_NAME = alu
export DESIGN_NICKNAME = alu
export VERILOG_FILES = /design/flow/design.v
export SDC_FILE = /design/flow/constraint.sdc
export NUM_CORES = 4
export LEC_CHECK = 1
export CORE_UTILIZATION = 50
export SYNTH_HDL_FRONTEND = slang
```
`run.sh`:
```
#!/bin/bash
# OpenROAD 26Q1-2900-gdf79404cd8, Yosys 0.63+post, stock flow scripts
make -C /OpenROAD-flow-scripts/flow DESIGN_CONFIG=/design/flow/config.mk WORK_HOME=/design/flow/orfs finish
```
`constraint.sdc`:
```
current_design alu

set clk_period 20.8
set clk_io_pct 0.2

create_clock -name clk0 -period $clk_period

set non_clock_inputs [all_inputs -no_clocks]
set_input_delay [expr $clk_period * $clk_io_pct] -clock clk0 $non_clock_inputs
set_output_delay [expr $clk_period * $clk_io_pct] -clock clk0 [all_outputs]
```
==> impl_metrics.yaml <==
# implementation run metrics
global_route:
  grt_start_max_net_pins: 74
  grt_pass1_wl_mm: 67.4
  met2_usage_pct: 69.0
  overflow: 0
  antenna_found_initial: 0
  grt_usage_pct: 46.7
  grtUsageMet1_pct: 63.6
  first_global_vias: 10600
  grtUsageMet3_pct: 11.3
  grt.busiest_layer: "met2"
critical_path:
  cp_slowest_cell: "o31ai_1"
  cp_max_fo: 50
  crit_chain: "buf_4 > buf_4 > fa_1 > nor3_1 > o31ai_1 > a21oi_1 > o31ai_1 > a21oi_1 > o311ai_0 > a211oi_1 > a21oi_1 > clkdlybuf4s50_1"
  worstPathRequired_ns: 16.64
  path_common_cell: "a21oi_1"
  crit_start: "opr_b[1]"
  setup.worst_path.end_class: "primary output"
  max_stage_delay_ns: 0.72
  criticalPathCategory: "input port to primary output"
  cp-start-kind: "input port"
  crit_arrival_ns: 8.55
timing:
  relSlewSlack_pct: 43.5
  tightest_slew_ns: 0.826
  report.final.hold_viol_count: 0
  setup_violations: 0
  fin_crit_ns: 12.71
  fmax_ghz: 0.0787
  setup_tns_ns: 0
  timing.hold.ws_ns: 9.35
  period_used_pct: 61.1
  grt_setup_unrepaired: "no"
  drv_slew: 0
synth:
  synth_cell_types: 81
  yosys.stat.seqShare_pct: 0
  netlist_area_mm2: 0.00943
  yosysWarningCount: 0
  syn_avg_cell_area_um2: 6.73
  syn_inst: 1401
  yosys_area_mm2: 0.00943
  yosysCellCount: 1401
die:
  ios: 100
  core_region_area_mm2: 0.0182
  die_h_um: 139
  rows: 49
  fp_util_pct: 51.8
  die_w_um: 139
  die-area_mm2: 0.0194
place:
  portBuffers: 100
  detailed_place_hpwl_mm: 34.0
  routabilityCongestion: 1.11
  place_inst: 1638
power:
  ir_drop_uv: 18.8
  leakage_uw: 0.00425
  p_per_area_mw_per_mm2: 28.0
worst_hold_path:
  min_path_cells: 6
  worstHoldStart: "opr_b[3]"
  min_to: "opr_res[3]"
  min_path_type: "input port to primary output"
route:
  antennaDiodeCount: 0
  dr.pass1.iters: 6
  via_per_inst: 7.21
  ant_nets: 0
  vias: 11800
  drt-total-wl_mm: 44.6
  drc: 0
  routedWlPerCell_um: 27.2
  first_iter_violations: 1608
clock_network:
  post-cts-setup-buffer-count: 0
  cts-hold-fix-buffers: 0
  cts_resized: 0
finish:
  flops: 0
  drive_gt1_share_pct: 8.52
  seq_area_um2: 0
  clock_buffers: 0
  final_core_util_pct: 57.2
  fin_cells: 1638
  area_delta_synth_final_pct: 10.5
outcome:
  status: "completed"
job:
  warnings: 101
  maxCapViolCount: 0
==> worst max-delay path, delay by kind of cell <==
kind | cells | cell delay [ns]
AND-OR/OR-AND | 7 | 2.28
adder cells (fa/ha/maj) | 1 | 0.35
buffers and inverters | 3 | 1.61
AND/OR/NAND/NOR | 1 | 0.08
==> power breakdown <==
group          switching [uW]  internal [uW]  leakage, uW  total [uW]
registers                   0              0            0           0
logic                     178            114      0.00425         292
clock network               0              0            0           0
==> cells by family (layout without fill, tap and decap cells) <==
family | Yosys count | in the layout | share of synthesized area (%)
AND-OR/OR-AND | 512 | 512 | 36.5
multiplexers | 114 | 114 | 18.0
AND/OR/NAND/NOR | 451 | 451 | 22.2
adder cells (fa/ha/maj) | 102 | 102 | 13.7
buffers and inverters | 218 | 226 | 9.28
XOR/XNOR | 4 | 4 | 0.372
==> cell usage after synthesis, types with 21 or more instances <==
| cell | instances | share of area, % |
|---|---|---|
| a31oi_1 | 27 | 1.8 |
| buf_2 | 24 | 1.3 |
| ha_1 | 100 | 13 |
| clkbuf_1 | 79 | 3.1 |
| a21oi_1 | 118 | 6.3 |
| inv_1 | 100 | 4.0 |
| o21ai_0 | 97 | 5.1 |
| a221oi_1 | 25 | 2.3 |
| o22ai_1 | 22 | 1.5 |
| mux2i_1 | 48 | 5.1 |
| nand3_1 | 21 | 1.1 |
| o211ai_1 | 31 | 2.5 |
| nor3_1 | 28 | 1.5 |
| nand2_1 | 148 | 5.9 |
| mux4_2 | 39 | 9.3 |
| nor2_1 | 142 | 5.7 |
| mux2_2 | 24 | 2.9 |
==> how the worst max path moves through the flow <==
| stage | end | slack, ns | cells after the start |
|---|---|---|---|
| 4_1_cts | opr_res[28] | 8.14 | 12 |
| 5_1_grt | opr_res[28] | 7.78 | 12 |
| 6_report | opr_res[28] | 8.09 | 12 |
==> stage by stage <==
stage	worst slack, ns	total power (uW)	instance area, um2
global placement	8.22	280	10400
finish	8.09	292	10400
CTS	8.14	281	10400
global route	7.78	311	10400
floorplan	9.19	172	9430
detailed placement	8.13	280	10400
==> routing by layer <==
metal,vias to the layer above,share of wire (%)
li1,5318,-
met1,5446,40
met2,896,42
met3,153,12
met4,0,6.4
met5,-,0
==> cell type report <==
class / count / area, um2
repair buffers: 124 / 1160
inverters: 102 / 383
multi-input cells: 1183 / 8580
fillers: 1778 / 7790
well taps: 229 / 287
==> placed cells by master (no fill, tap or decap), types with 21 or more instances in the layout <==
cell             netlist  final
a21oi_1              118    118
a221oi_1              25     25
a31oi_1               27     27
buf_4                  5     25
clkdlybuf4s50_1        0     96
ha_1                 100    100
inv_1                100    100
mux2_2                24     24
mux2i_1               48     48
mux4_2                39     39
nand2_1              148    148
nand3_1               21     21
nor2_1               142    140
nor3_1                28     27
o211ai_1              31     31
o21ai_0               97     97
o22ai_1               22     22
No activity file was given, so power comes from the tool's default toggle rates.
